File: flow/design.v
interface cr_if
(
  input     clk,
  input     rstn
);
endinterface
interface perm_if.sv
#(
  parameter ADDR_WIDTH=16
)();
  logic  [ADDR_WIDTH-1:0] addr_start;
  logic  [ADDR_WIDTH-1:0] addr_end;
  logic                   perm_req;
  logic                   error;
endinterface
interface read_if
#(
  parameter ADDR_WIDTH=16,
  parameter DATA_WIDTH=16,
)();
  logic                   req;
  logic  [ADDR_WIDTH-1:0] addr;
  logic                   ack;
  logic  [DATA_WIDTH-1:0] data;
endinterface
interface write_if
#(
  parameter ADDR_WIDTH=16,
  parameter DATA_WIDTH=16,
)();
  logic                   req;
  logic  [ADDR_WIDTH-1:0] addr;
  logic                   ack;
  logic  [DATA_WIDTH-1:0] data;
endinterface
module comp_1(rs1_reg,rs2_reg,eq,gt,lt); 
input rs1_reg,rs2_reg;
output reg eq,gt,lt;
xnor x0(eq,rs1_reg,rs2_reg); 
and a1(gt,rs1_reg,~rs2_reg); 
and a2(lt,~rs1_reg,rs2_reg);
endmodule
module comp_4(rs1_reg,rs2_reg,eq,gt,lt); 
input [3:0]rs1_reg,rs2_reg;
output reg eq,gt,lt;
wire n1,n2,n3,n4,n5,n6,n7,n8,n9,n10,n11,n12,gt1,gt2,gt3,lt1,lt2,lt3,eq1;
comp_1 cmp0(.rs1_reg(rs1_reg[0]),.rs2_reg(rs2_reg[0]),.eq(n1),.gt(n5),.lt(n9));
comp_1 cmp1(.rs1_reg(rs1_reg[1]),.rs2_reg(rs2_reg[1]),.eq(n2),.gt(n6),.lt(n10));
comp_1 cmp2(.rs1_reg(rs1_reg[2]),.rs2_reg(rs2_reg[2]),.eq(n3),.gt(n7),.lt(n11));
comp_1 cmp3(.rs1_reg(rs1_reg[3]),.rs2_reg(rs2_reg[3]),.eq(n4),.gt(n8),.lt(n12));
and g1(gt1,n5,n2,n3,n4);
and g2(gt2,n6,n3,n4);
and g3(gt3,n7,n4);
or great(gt,gt1,gt2,gt3,n8);
and l1(lt1,n9,n2,n3,n4);
and l2(lt2,n10,n3,n4);
and l3(lt3,n11,n4);
or lesser(lt,lt1,lt2,lt3,n12);
and equal(eq,n1,n2,n3,n4);
endmodule
module comp(rs1_reg,rs2_reg,eq,gt,lt); 
input [15:0]rs1_reg,rs2_reg;
output reg eq,gt,lt;
wire n14,n15,n16,n17,n18,n19,n20,n21,n22,n23,n24,gt4,gt5,gt6,lt4,lt5,lt6;
comp_4 cmp4(.rs1_reg(rs1_reg[3:0]),.rs2_reg(rs2_reg[3:0]),.eq(n14),.gt(n18),.lt(n22));
comp_4 cmp5(.rs1_reg(rs1_reg[7:4]),.rs2_reg(rs2_reg[7:4]),.eq(n15),.gt(n19),.lt(n23));
comp_4 cmp6(.rs1_reg(rs1_reg[11:8]),.rs2_reg(rs2_reg[11:8]),.eq(n16),.gt(n20),.lt(n24));
comp_4 cmp7(.rs1_reg(rs1_reg[15:12]),.rs2_reg(rs2_reg[15:12]),.eq(n17),.gt(n21),.lt(n25));
and g4(gt4,n18,n15,n16,n17);
and g5(gt5,n19,n16,n17);
and g6(gt6,n20,n17);
or gtr(gt,gt4,gt5,gt6,n21);
and l4(lt4,n22,n17,n15,n16);
and l5(lt5,n23,n17,n16);
and l6(lt6,n24,n17);
or ltn(lt,lt4,lt5,lt6,n25);
and eq2(eq,n14,n15,n16,n17);
endmodule
module top;
 parameter N=16;
  reg [N-1:0]rs1_reg,rs2_reg;
  wire eq,gt,lt;
  comp comp_dut(rs1_reg,rs2_reg,eq,gt,lt);
  initial begin
    repeat(3)begin
      rs1_reg=$random;
      rs2_reg=$random;
      #5;
      $display("output of comparator: rs1_reg=%0d,rs2_reg=%0d,eq=%0d,gt=%0d,lt=%0d",rs1_reg,rs2_reg,eq,gt,lt);
    end
    #200;
  end
  endmodule
File: flow/run.sh
#!/bin/bash
# OpenROAD 26Q1-2900-gdf79404cd8, Yosys 0.63+post, stock flow scripts
make -C /OpenROAD-flow-scripts/flow DESIGN_CONFIG=/design/flow/config.mk WORK_HOME=/design/flow/orfs finish
File: flow/config.mk
export PLATFORM = sky130hd
export DESIGN_NAME = comp
export DESIGN_NICKNAME = comp
export VERILOG_FILES = /design/flow/design.v
export SDC_FILE = /design/flow/constraint.sdc
export NUM_CORES = 4
export LEC_CHECK = 1
export CORE_AREA = 10 10 70 70
export DIE_AREA = 0 0 80 80
File: flow/constraint.sdc
current_design comp

set clk_period 2.3
set clk_io_pct 0.2

create_clock -name clk0 -period $clk_period

set non_clock_inputs [all_inputs -no_clocks]
set_input_delay [expr $clk_period * $clk_io_pct] -clock clk0 $non_clock_inputs
set_output_delay [expr $clk_period * $clk_io_pct] -clock clk0 [all_outputs]
==> insert_results.sql <==
-- implementation run metrics
INSERT INTO impl_metrics (metric_group, metric, value, unit) VALUES
('die', 'floorplan.initialDensity', '22.4', '%'),
('synth', 'top_area_contributor_share', '52.3', '%'),
('synth', 'top_area_cell', 'sky130_fd_sc_hd__ha_1', ''),
('worst_setup_path', 'timing.setup.critical_path_class', 'input port to output port', ''),
('die', 'die-height', '80', 'um'),
('worst_setup_path', 'critPathTopFamily', 'buffers and inverters', ''),
('sta', 'worst_slew_pin_slew', '0.231', 'ns'),
('sta', 'finalCriticalPeriod', '2.23', 'ns'),
('layout', 'n_clock_buffer', '0', ''),
('route', 'firstDrtPassIters', '4', ''),
('worst_hold_path', 'min-delay-path-class', 'input port to output port', ''),
('die', 'die_width', '80', 'um'),
('route', 'route.antenna.remaining_nets', '0', ''),
('placement', 'globalplace.congestion', '0.781', ''),
('worst_hold_path', 'worstHoldEndpoint', 'gt', ''),
('worst_hold_path', 'holdPathStages', '7', ''),
('layout', 'ff_count', '0', ''),
('placement', 'dp_hpwl', '1.76', 'mm'),
('die', 'chip_area', '6400', 'um2'),
('layout', 'post-route-util', '41.2', '%'),
('grt', 'grt_overflow', '0', ''),
('route', 'vias', '823', ''),
('run', 'max_cap_viol_count', '0', ''),
('worst_setup_path', 'crit_path_top_delay_cell', 'sky130_fd_sc_hd__clkdlybuf4s50_1', ''),
('synth', 'yosys-dominant-comb-family', 'adder cells', ''),
('die', 'rows', '21', ''),
('die', 'core', '3420', 'um2'),
('synth', 'syn_inst', '105', ''),
('route', 'wire_per_inst', '10.3', 'um'),
('synth', 'ys_top_cells_by_count', '32 x sky130_fd_sc_hd__ha_1, 32 x sky130_fd_sc_hd__inv_1, 14 x sky130_fd_sc_hd__a21oi_1', ''),
('layout', 'area.sequential', '0', 'um2'),
('worst_hold_path', 'min-delay-start', 'rs1_reg[6]', ''),
('route', 'antenna_cells_inserted', '0', ''),
('worst_setup_path', 'critical_path_peak_fanout', '2', ''),
('run', 'warning_count', '49', ''),
('sta', 'max-slew-margin-rel', '84.4', '%'),
('sta', 'hold_viol_final', '0', ''),
('route', 'post-route-drc-count', '0', ''),
('layout', 'finish.instance_area', '1410', 'um2'),
('worst_setup_path', 'critical_path_arrival', '1.77', 'ns'),
('synth', 'synth.mux.area_fraction', '0', '%'),
('placement', 'pre_cts_ws', '-0.564', 'ns'),
('placement', 'dpl-instance-area', '1260', 'um2'),
('worst_setup_path', 'timing.critical_path.slowest_cell_delay', '0.43', 'ns'),
('route', 'postRouteWirelength', '2.10', 'mm'),
('sta', 'final.hold.worst_slack', '1.54', 'ns'),
('synth', 'synthSimpleGateAreaFrac', '14.7', '%'),
('grt', 'grt.total_usage', '6.47', '%'),
('outcome', 'outcome', 'complete, no violations', ''),
('synth', 'synth.avg_cell_area', '7.29', 'um2'),
('synth', 'yosys.stat.chipArea', '766', 'um2'),
('synth', 'topCellsByArea', 'sky130_fd_sc_hd__ha_1 52%, sky130_fd_sc_hd__inv_1 16%, sky130_fd_sc_hd__a21oi_1 9.2%', ''),
('worst_setup_path', 'end_kind', 'output port', ''),
('die', 'number_of_top_level_design_ports', '35', ''),
('grt', 'grt_pass1_wl', '3.55', 'mm'),
('synth', 'synth_adder_area_share', '52.3', '%'),
('layout', 'final_layout_size_suffix_gt1_share', '41.4', '%'),
('power_and_ir_drop', 'cellPowerDensity', '158', 'nW/um2'),
('power_and_ir_drop', 'total_leakage_power', '0.728', 'nW'),
('synth', 'synthesized_area_fraction_occupied_by_xor_and_xnor_cells', '0', '%'),
('synth', 'yosysCellCount', '105', ''),
('route', 'detail_route.vias_per_cell', '4.05', ''),
('worst_setup_path', 'critical_path_buf_inv_count', '2', ''),
('clock_network', 'post_cts_hold_fix_bufs', '0', ''),
('grt', 'antenna_found_initial', '0', ''),
('worst_setup_path', 'timing.critical_path.required', '1.84', 'ns'),
('sta', 'final_critical_path_setup_slack', '0.0670', 'ns'),
('sta', 'slew_violations', '0', ''),
('synth', 'synthesis.area', '766', 'um2'),
('sta', 'achievable-frequency', '448', 'MHz'),
('sta', 'setup_viol', '0', '');
## cell type report
class | instances | area (um2)
fillers | 333 | 2010
multi-input cells | 73 | 835
repair buffers | 52 | 395
inverters | 32 | 120
well taps | 46 | 57.6
## timing repair
item / CTS / global route
endpoints found under the setup margin: 3 / 2
pin swaps: 15 / 9
gates cloned: 0 / 0
setup buffers: 4 / 1
gates resized: 77 / 25
## stage by stage
stage	total power [mW]	instances
2_1_floorplan	0.0853	105
3_3_place_gp	0.188	198
3_5_place_dp	0.191	198
4_1_cts	0.225	202
5_1_grt	0.252	203
6_report	0.223	203
## cell usage in the layout, fill, tap and decap left out
| cell | netlist | routed |
|---|---|---|
| sky130_fd_sc_hd__inv_1 | 32 | 19 |
| sky130_fd_sc_hd__ha_1 | 32 | 19 |
| sky130_fd_sc_hd__buf_4 | 0 | 17 |
| sky130_fd_sc_hd__dlygate4sd2_1 | 0 | 15 |
| sky130_fd_sc_hd__inv_2 | 0 | 13 |
| sky130_fd_sc_hd__ha_4 | 0 | 13 |
| sky130_fd_sc_hd__clkbuf_2 | 0 | 13 |
| sky130_fd_sc_hd__a21oi_1 | 14 | 11 |
| sky130_fd_sc_hd__nand2_1 | 7 | 7 |
| sky130_fd_sc_hd__clkdlybuf4s15_1 | 0 | 5 |
| sky130_fd_sc_hd__o21ai_1 | 0 | 4 |
| sky130_fd_sc_hd__a21oi_2 | 0 | 3 |
| sky130_fd_sc_hd__nand4_4 | 1 | 2 |
| sky130_fd_sc_hd__nand4_1 | 2 | 2 |
| sky130_fd_sc_hd__nand3_1 | 2 | 2 |
| sky130_fd_sc_hd__o21ai_0 | 6 | 2 |
| sky130_fd_sc_hd__a22oi_1 | 2 | 2 |
| sky130_fd_sc_hd__nor4_1 | 1 | 1 |
| sky130_fd_sc_hd__nor2_1 | 1 | 1 |
| sky130_fd_sc_hd__a221oi_1 | 2 | 1 |
| sky130_fd_sc_hd__nor3_2 | 1 | 1 |
| sky130_fd_sc_hd__and4_2 | 1 | 1 |
| sky130_fd_sc_hd__a221oi_2 | 0 | 1 |
| sky130_fd_sc_hd__clkdlybuf4s50_1 | 0 | 1 |
| sky130_fd_sc_hd__clkdlybuf4s15_2 | 0 | 1 |
## cell families after synthesis
group | Yosys count
AND-OR/OR-AND | 24
adder cells (fa/ha/maj) | 32
buffers and inverters | 32
AND/OR/NAND/NOR | 17
## worst max-delay path by stage
stage         cells after the start  end       start
CTS                               9   gt  rs2_reg[4]
finish                            7   lt  rs2_reg[0]
global route                      7   lt  rs2_reg[0]
## where the power goes
part | total, mW | switching [mW] | internal [mW]
Combinational | 0.223 | 0.101 | 0.122
Sequential | 0 | 0 | 0
Clock | 0 | 0 | 0
Total | 0.223 | 0.101 | 0.122
## layer usage
metal  GRT usage, %  routed length [um]  vias up
met5              0                   0        -
met4              0                   0        0
met3          0.795                  96        0
met2           10.7                1010       16
met1           9.23                 996      355
li1               -                   -      452
## worst min-delay path, stage by stage
cell	delay, ns
sky130_fd_sc_hd__clkbuf_2	0.10
sky130_fd_sc_hd__ha_1	0.14
sky130_fd_sc_hd__a21oi_1	0.07
sky130_fd_sc_hd__o21ai_0	0.08
sky130_fd_sc_hd__a221oi_1	0.08
sky130_fd_sc_hd__nand2_1	0.05
sky130_fd_sc_hd__clkbuf_2	0.09
Power figures rest on the tool's default switching activity, not on a simulated workload.
