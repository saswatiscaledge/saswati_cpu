### /design/flow/config.mk
export PLATFORM = sky130hd
export DESIGN_NAME = div
export DESIGN_NICKNAME = div
export VERILOG_FILES = /design/flow/design.v
export SDC_FILE = /design/flow/constraint.sdc
export NUM_CORES = 4
export LEC_CHECK = 1
export CORE_UTILIZATION = 50
### /design/flow/constraint.sdc
current_design div

set clk_period 116.4
set clk_io_pct 0.2

create_clock -name clk0 -period $clk_period

set non_clock_inputs [all_inputs -no_clocks]
set_input_delay [expr $clk_period * $clk_io_pct] -clock clk0 $non_clock_inputs
set_output_delay [expr $clk_period * $clk_io_pct] -clock clk0 [all_outputs]
### /design/flow/design.v
interface cr_if
(
  input     clk,
  input     rstn
);
endinterface
interface perm_if.sv
#(
  parameter ADDR_WIDTH=16
)();
  logic  [ADDR_WIDTH-1:0] addr_start;
  logic  [ADDR_WIDTH-1:0] addr_end;
  logic                   perm_req;
  logic                   error;
endinterface
interface read_if
#(
  parameter ADDR_WIDTH=16,
  parameter DATA_WIDTH=16,
)();
  logic                   req;
  logic  [ADDR_WIDTH-1:0] addr;
  logic                   ack;
  logic  [DATA_WIDTH-1:0] data;
endinterface
interface write_if
#(
  parameter ADDR_WIDTH=16,
  parameter DATA_WIDTH=16,
)();
  logic                   req;
  logic  [ADDR_WIDTH-1:0] addr;
  logic                   ack;
  logic  [DATA_WIDTH-1:0] data;
endinterface
module div(rs1_reg,rs2_reg,remainder,rd_div);
parameter N=16;
input [N-1:0] rs1_reg,rs2_reg;
output reg [N-1:0] remainder,rd_div;
integer i;
  reg [N-1:0] divisor_copy, dividend_copy;
  reg [N-1:0] temp;
always @(rs1_reg or rs2_reg)
begin
	divisor_copy = rs2_reg;
	dividend_copy = rs1_reg;
	temp = 0; 
  for(i = 0;i < N;i = i + 1)
	begin
      temp = {temp[N-2:0], dividend_copy[N-1]};
      dividend_copy[N-1:1] = dividend_copy[N-2:0];
		temp = temp - divisor_copy;
      if(temp[N-1] == 1)
		begin
			dividend_copy[0] = 0;
			temp = temp + divisor_copy;
		end
		else
		begin
			dividend_copy[0] = 1;
		end
	end
	rd_div = dividend_copy;
	remainder = temp; 
end
endmodule
### /design/flow/run.sh
#!/bin/bash
# OpenROAD 26Q1-2900-gdf79404cd8, Yosys 0.63+post, stock flow scripts
make -C /OpenROAD-flow-scripts/flow DESIGN_CONFIG=/design/flow/config.mk WORK_HOME=/design/flow/orfs finish
==> summary.txt <==
Physical implementation status

Setup repair after global routing left no endpoint under its margin. The sequential cell area stands at 0 um2. The iteration tally of the first detailed-router pass stands at 16.

For this block, the initial DRC count from the detailed router was 879. The area of the core region stands at 41110 um2. The total I/O pin count stands at 64. The number of vias in the routed layout stands at ~20000. The data required time of the critical path stands at slightly above 90000 ps. The final timing report lists a max-slew violation count of 0. The wire length the detailed router placed on met1 stands at roughly 27 mm. In this run the vertical extent of the chip is roughly 210 um.

The most critical min-delay path falls under input pin to primary output. The setup TNS after final layout stands at 0 ps. The total of fill cells in the finished design stands at just under 4000. In this run the horizontal extent of the chip is 206.7 um. The worst slew slack as a fraction of its limit stands at 0.4750. The sum of met3 wire segment lengths after detailed routing stands at 2.478 mm. Per the detail_route report, vias per standard cell equal 5.623. The critical path is of the input pin to primary output type. The flop count stands at 0. The worst setup slack after placement stands at 11540 ps. The pin count of the biggest net entering global routing stands at 31. The sum of routed wire length over all layers stands at roughly 59 mm. The worst setup path is captured at a primary output. The clock buffers instantiated in the layout total 0. The final timing report counts setup violations totalling 0.

After synthesis, the cell types taking the most area are ha_1, xnor2_1, a21oi_1. The highest fanout seen on the critical path stands at 29. The number of global-route vias before repair stands at roughly 18000.

The final hold slack stands at between 40000 and 50000 ps. The first global-routing pass estimated ~94 mm of wire. The final weighted congestion in routability-driven placement stands at around 0.93.

The buffer count from post-CTS setup fixing stands at 0. The number of buffers added on ports stands at 64. The run finished with clean final reports. The number of warnings in the stage logs stands at 71. The average instance in the mapped netlist occupies 7.084 um2. In this run, distinct cell masters in the synthesized netlist total 81. The smallest clock period supported by the final layout is computed as 105350 ps. After floorplanning, the core was divided into 74 placement rows. The count of unresolved DRC violations after routing stands at 0.

The cell area after synthesis stands at 20950 um2. The number of cells reported by Yosys stat comes to 2958. For reference, the final report shows the hold violation count at 0. The share of synthesized area in the top cell type comes to 0.2711. The initial antenna violation count stands at 0. The remaining antenna violation count after routing stands at 0. The post-synthesis chip area from yosys stands at approximately 21000 um2. The post-layout worst setup margin stands at 11050 ps. The timing report shows that the slowest cell on the worst path is xnor2_1. ha_1 takes more of the synthesized area than any other cell. Per the detail_route log, met2 wirelength is 27.66 mm.

The max capacitance violation total stands at 0. The average detailed-routed wire length per instance stands at 16.57 um. The sum of net half-perimeters after detailed placement stands at 44.48 mm. Per the GRT congestion report, total overflow comes to 0. The final antenna diode tally reported by the flow is 0.

At the pin with the least slew margin, the transition time is 781.9 ps. The critical path's largest stage delay stands at 600 ps. The number of resized instances in the post-cts repair step stands at 0. The overall fraction of global-route tracks in use stands at 0.2835. The number of instances in the synthesized netlist stands at 2958.

The critical path arrival stands at 82070 ps. The count of warnings emitted by yosys stands at 1. The share of the core filled by cells before placement stands at 0.5097. The number of hold buffers added after CTS was 0. The layout summary lists the proportion of cells stronger than drive strength 1 as 0.04328. Static timing analysis puts the maximum clock frequency at between 9 and 10 MHz.

STA classifies the critical path startpoint as an input pin. The share of the yosys chip area belonging to registers stands at 0. After detailed routing, no signal wire sits above met4. Per STA, the library cell used most along the worst path is o21ai_0.

In this run the layout overhead on the synthesized area is reported as 7.261%. The floorplan step defined a die boundary enclosing about 43000 um2. The ratio of final minimum period to clock period stands at 0.9050.
-- layout by cell type (no fill, tap or decap), types with 6 or more instances in the layout --
| master | instances |
|---|---|
| a211oi_1 | 11 |
| a21boi_0 | 48 |
| a21o_1 | 90 |
| a21oi_1 | 315 |
| a31oi_1 | 14 |
| and2_1 | 20 |
| and3_1 | 17 |
| buf_4 | 45 |
| clkdlybuf4s50_1 | 62 |
| fa_1 | 34 |
| ha_1 | 454 |
| inv_1 | 251 |
| mux2_2 | 40 |
| mux2_4 | 8 |
| mux2i_1 | 12 |
| nand2_1 | 230 |
| nand2b_1 | 49 |
| nand3_1 | 33 |
| nand4_1 | 9 |
| nor2_1 | 285 |
| nor2b_1 | 47 |
| nor3_1 | 49 |
| o211ai_1 | 12 |
| o21a_1 | 34 |
| o21ai_0 | 251 |
| o21bai_1 | 50 |
| o311ai_0 | 6 |
| o31a_1 | 6 |
| o31ai_1 | 22 |
| or2_2 | 6 |
| or3_1 | 21 |
| or4_1 | 9 |
| xnor2_1 | 278 |
| xnor2_2 | 7 |
| xor2_1 | 119 |
-- critical path, delay by kind of cell --
family | cells | cell delay, ps
AOI/OAI and AO/OA | 156 | 30550
xor gates and xnor gates | 39 | 10840
adders and majority gates | 17 | 4820
buffers and inverters | 17 | 4580
muxes | 1 | 110
and+or+nand+nor | 55 | 7750
-- metal layers --
layer | up-vias | GRT usage
met5 | - | 0
met4 | 0 | 0.05761
met3 | 82 | 0.02710
met2 | 347 | 0.4974
met1 | 8975 | 0.3774
li1 | 10610 | -
-- cells by family after synthesis --
logic type | after synthesis | share of synthesized area
buffers and inverters | 294 | 0.05380
adder cells (fa/ha/maj) | 488 | 0.3036
AND/OR/NAND/NOR | 794 | 0.1741
AND-OR/OR-AND | 914 | 0.2643
multiplexers | 62 | 0.03416
XOR/XNOR | 406 | 0.1701
-- cell type report --
| class | instances | area (um2) | share of cell area |
|---|---|---|---|
| inverters | 254 | 954.7 | 0.04248 |
| multi-input cells | 2664 | 19890 | 0.8848 |
| well taps | 532 | 665.6 | 0.02962 |
| repair buffers | 109 | 968.4 | 0.04309 |
-- synth_stat cells, types with 4 or more instances --
library cell    n
o221ai_1        4
o31ai_1        22
o21bai_1       50
o21a_1         34
mux2i_1        12
a31oi_1        14
o311ai_0        6
buf_2           4
xnor2_1       284
nand4_1         9
nand2b_1       49
mux2_2         40
nand2_1       230
nor4_1          4
and3_1         17
o211ai_1       12
or4_1           9
nor2_1        285
nor2b_1        47
a21boi_0       48
inv_1         252
nor3_1         49
o31a_1          6
fa_1           34
and2_1         20
mux2_4          8
or3_1          21
a211oi_1       11
nand3_1        33
o21ai_0       251
a21o_1         90
a2111oi_0       5
nand3b_1        4
clkbuf_1       31
or2_2           6
ha_1          454
xor2_1        121
a21oi_1       315
-- worst paths after layout --
| kind | from | endpoint | slack, ps | depth (start not counted) |
|---|---|---|---|---|
| worst max-delay path | rs2_reg[1] | remainder[0] | 11050 | 285 |
| worst min-delay path | rs1_reg[0] | remainder[0] | 47820 | 6 |
-- stage by stage --
stage / area [um2] / instances / util
final: 22480 / 3559 / 0.5467
after global routing: 22480 / 3559 / 0.5467
after CTS: 22480 / 3559 / 0.5467
after detailed placement: 22480 / 3559 / 0.5467
after global placement: 22480 / 3559 / 0.5467
after floorplan: 20950 / 2958 / -
