$ cat design/flow/design.v
interface cr_if
(
  input     clk,
  input     rstn
);
endinterface
interface perm_if.sv
#(
  parameter ADDR_WIDTH=16
)();
  logic  [ADDR_WIDTH-1:0] addr_start;
  logic  [ADDR_WIDTH-1:0] addr_end;
  logic                   perm_req;
  logic                   error;
endinterface
interface read_if
#(
  parameter ADDR_WIDTH=16,
  parameter DATA_WIDTH=16,
)();
  logic                   req;
  logic  [ADDR_WIDTH-1:0] addr;
  logic                   ack;
  logic  [DATA_WIDTH-1:0] data;
endinterface
interface write_if
#(
  parameter ADDR_WIDTH=16,
  parameter DATA_WIDTH=16,
)();
  logic                   req;
  logic  [ADDR_WIDTH-1:0] addr;
  logic                   ack;
  logic  [DATA_WIDTH-1:0] data;
endinterface
module add(rs1_reg, rs2_reg, add_rd,co);
  parameter N=16;
  input [N-1:0] rs1_reg, rs2_reg;
  output reg [N-1:0] add_rd;
  output reg [N-1:0] co;
  genvar i;
   generate
   for(i=0;i<N;i++) begin
      xor x1(add_rd[i],rs1_reg[i],rs2_reg[i]);
      and a1(co[i],rs1_reg[i],rs2_reg[i]);
  end
 endgenerate
endmodule
$ cat design/flow/run.sh
#!/bin/bash
# OpenROAD 26Q1-2900-gdf79404cd8, Yosys 0.63+post, stock flow scripts
make -C /OpenROAD-flow-scripts/flow DESIGN_CONFIG=/design/flow/config.mk WORK_HOME=/design/flow/orfs finish
$ cat design/flow/config.mk
export PLATFORM = sky130hd
export DESIGN_NAME = add
export DESIGN_NICKNAME = add
export VERILOG_FILES = /design/flow/design.v
export SDC_FILE = /design/flow/constraint.sdc
export NUM_CORES = 4
export LEC_CHECK = 1
export CORE_AREA = 10 10 70 70
export DIE_AREA = 0 0 80 80
$ cat design/flow/constraint.sdc
current_design add

set clk_period 1.0
set clk_io_pct 0.2

create_clock -name clk0 -period $clk_period

set non_clock_inputs [all_inputs -no_clocks]
set_input_delay [expr $clk_period * $clk_io_pct] -clock clk0 $non_clock_inputs
set_output_delay [expr $clk_period * $clk_io_pct] -clock clk0 [all_outputs]
==> reports/results.ini <==
[clock_network]
post_cts_hold_buffer_count=0
postCtsSetupBuffers=0

[setup_path]
worst_ep_arrival_time_ns=0.79
critical_path_class=in2out
end_kind=output pin
start_kind=input pin
path_max_fanout=1
crit_path_cell_trace=dlygate4sd2_1 -> ha_4 -> buf_2
critical_path_buffers_and_inverters=2
critPathTopFamily=buffers and inverters
stages_on_worst_setup_path=3
worstPathRequired_ns=0.80
slowest_delay_ns=0.25
crit_path_top_delay_cell=sky130_fd_sc_hd__dlygate4sd2_1

[cells_and_area]
stdcell_area_um2=958
syn_to_final_growth_pct=379
layout.sequential_cells=0
layout.cells.most_common_list=sky130_fd_sc_hd__clkdlybuf4s15_1 (19), sky130_fd_sc_hd__buf_2 (19), sky130_fd_sc_hd__ha_4 (16), sky130_fd_sc_hd__dlygate4sd2_1 (11), sky130_fd_sc_hd__clkbuf_2 (8)
register_area_um2=0
post-route-util=0.281
clock_buffers=0
drive_gt1_frac=0.625

[drt]
totalWireLength_um=1710
initial_detailed_routing_violation_count=2
wl_per_cell_um=13.6
drc=0
drt_pre_antenna_iters=2
post_detailed_route_via_to_cell_ratio=3.23
antenna_left=0
insertedDiodeCount=0
via_count_of_the_routed_design=407

[timing]
finalWorstPathRequiredPeriod_ns=0.990
finalHoldWorstSlack_ns=0.692
max-slew-margin-rel=0.925
timing.final.max_slew_violations=0
setup-violations-final=0
timing.final.crit_share=0.990
hold_viol=0
achievable-frequency_ghz=1.01
worstMarginPinSlew_ns=0.113
fin_worst_setup_slack_ns=0.0100
timing.setup.tns_ns=0
grt_setup_unrepaired=false

[outcome]
status=completed

[grt]
grt_overflow_total=0
first_global_vias=507
grt_antenna_before_repair=0
grt_first_pass_wirelength_um=2610
grt_max_degree=2
track_usage=0.0492

[flow_run]
timing.max_cap.violations=0
stage_log_warnings=32

[power]
power_leakage_nw=0.426
pwr_density_cell_nw_per_um2=302
switchingPower_mw=0.0930
share_clk_of_total_power=0
vdd_ir_drop_max_mv=0.0678
comb_power_share=1.000
seqPwrFrac=0
power.switching_fraction=0.322
cellInternalPower_mw=0.196

[synthesis]
synth_warnings=0
synth-area-yosys_um2=200
avgSynthCellArea_um2=12.5
postSynthSeqShare=0
post_synth_cell_types=1
synth.cell_area_um2=200
synth.yosys.num_cells=16
synthCells=16

[placed_design]
place_congestion=0.786
place_ws_ns=-0.586
port_buf_inserts=64
post_dp_cell_area_um2=898
dp_hpwl_um=1570

[min_path]
timing.hold.worst_path_depth=3
hp-class=in2out

[die]
io_pins=64
floorplanUtilization=0.0586
placement_rows=21
die-width_um=80
core_um2=3420
die_area_um2=6400
die_y_um=80

[stage by stage]
step                std cells  power, mW
detailed placement        126      0.365
finish                    126      0.289
floorplan                  16   0.000642
global route              126      0.350
CTS                       126      0.307
global placement          126      0.364
[layer usage]
metal	up-vias	track usage	part of all wire
met5	-	0	0
met4	0	0	0
met3	0	0.0261	0.16
met2	33	0.0770	0.46
met1	182	0.0620	0.37
li1	192	-	-
[logic make-up after synthesis]
kind of cell | share of synthesized area
adders and majority gates | 1.00
[power groups by stage]
stage / combinational (mW) / sequential, mW / clock, mW
after CTS: 0.307 / 0 / 0
after global routing: 0.350 / 0 / 0
final: 0.289 / 0 / 0
[worst min-delay path: cells and delay by family]
| kind | cells | cell delay [ns] |
|---|---|---|
| buf+inv | 2 | 0.18 |
| fa+ha+maj | 1 | 0.11 |
[cell type report]
type | count | area, µm²
fillers | 372 | 2460
well taps | 46 | 57.6
multi-input cells | 16 | 400
repair buffers | 64 | 500
[timing repair]
action	4_1_cts	5_1_grt
resized	172	19
endpoints found under the setup margin	32	14
hold endpoints to repair	0	0
pin swaps	16	0
[cell usage after synthesis (all sizes together)]
library cell   n  area, µm²
ha            16        200
[path summary, 6_finish.rpt]
| path | from | end | slack [ns] |
|---|---|---|---|
| hold / removal | rs1_reg[8] | add_rd[8] | 0.69 |
| setup / recovery | rs1_reg[13] | add_rd[13] | 0.01 |
Power is estimated from default activity; no workload was simulated.
